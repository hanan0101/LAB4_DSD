--- flow/config.mk ---
export PLATFORM = sky130hd
export DESIGN_NAME = counter4b
export DESIGN_NICKNAME = counter4b
export VERILOG_FILES = /design/flow/design.v
export SDC_FILE = /design/flow/constraint.sdc
export NUM_CORES = 4
export LEC_CHECK = 1
export CORE_AREA = 10 10 76 76
export DIE_AREA = 0 0 86 86
--- flow/constraint.sdc ---
current_design counter4b

set clk_period 2.7
set clk_io_pct 0.2

create_clock -name clk0 -period $clk_period [get_ports {clk}]

set non_clock_inputs [all_inputs -no_clocks]
set_input_delay [expr $clk_period * $clk_io_pct] -clock clk0 $non_clock_inputs
set_output_delay [expr $clk_period * $clk_io_pct] -clock clk0 [all_outputs]
--- flow/design.v ---
`timescale 1ns / 1ps
module counter4b#(
    parameter n = 8
)(
    input  logic clk,
    input  logic resetn,
    input  logic load,
    input  logic clr,
    input  logic en,
    input  logic up_down,
    input  logic [n - 1: 0] d,
    output logic [n - 1: 0] count
);
    logic [n-1 : 0] counter;
    always @(posedge clk or negedge resetn) begin 
        if (~resetn) 
            counter <= {n{1'b0}};  
        else if (clr)
            counter <= 0;
        else begin 
            if (load)  
                counter <= d;
            else if (en) begin 
                if (up_down == 0)  
                    counter <= counter + 1; 
                else 
                    counter <= counter - 1;  
            end
        end
    end
    assign count = counter;
endmodule
--- flow/run.sh ---
#!/bin/bash
# OpenROAD 26Q1-2900-gdf79404cd8, Yosys 0.63+post, stock flow scripts
make -C /OpenROAD-flow-scripts/flow DESIGN_CONFIG=/design/flow/config.mk WORK_HOME=/design/flow/orfs finish
==> run summary <==
On the backend side, the flow ran end to end.

The cell count after synthesis stands at 82. Setup repair after global routing left no endpoint under its margin. The flip-flop count of the largest register after layout stands at 8.

The top cell types in the final layout, fill and taps aside, are sky130_fd_sc_hd__clkdlybuf4s50_1 (21), sky130_fd_sc_hd__nor2_1 (13), sky130_fd_sc_hd__a21oi_1 (12). The maximum fanout count along the critical path stands at 4. Endpoints with negative setup slack in the final report add up to 0.

The vertical die dimension stands at 86 µm. The final antenna diode tally reported by the flow is 0. The top cell type in the final layout, fill and taps aside, is sky130_fd_sc_hd__clkdlybuf4s50_1. After synthesis, the cell types taking the most area are sky130_fd_sc_hd__dfrtp_1 (29%), sky130_fd_sc_hd__ha_1 (11%), sky130_fd_sc_hd__a21oi_1 (8.7%). The tree is rooted in a sky130_fd_sc_hd__clkbuf_8. The peak clock frequency supported by timing stands at roughly 440 MHz. The overall via count from detail_route stands at 673. The number of antenna violations at the first check in global routing came to 0.

According to the report, the first pass of detailed routing completed in 6 iterations. The total of hold buffers inserted after clock tree synthesis stands at 0. The clock share of power stands at 0.334. The floorplan row count stands at 23. The transition time at the pin with the least slew margin stands at 0.5932 ns.

STA classifies the critical path endpoint as a flip-flop. The via count of the first global-routing pass is approximately 720. The register with the most flip-flops in the final layout is counter. The pin count of the biggest net entering global routing stands at 17. By startpoint and endpoint, the worst setup path is classified as primary input to flip-flop. For reference, the critical path cell chain is clkdlybuf4s50_1, inv_1, fa_1, and2b_1, o2111ai_1, nand4b_1, xnor2_1, a211oi_1. The shortest period the worst path allows stands at 2.257 ns. The count of synthesis-stage warnings from yosys stands at 1. Per the synth stats, the flop cell with the highest instance count is sky130_fd_sc_hd__dfrtp_1. The OpenROAD report gives the critical path a required time of 2.83 ns.

The total overflow reported by the global router stands at 0. The flow ran to the end, and the final reports show no timing, DRC or antenna violations. The wire length of the first global-routing pass stands at about 3300 µm. The remaining antenna violation count stands at 0. The headroom to the max-slew limit stands at 0.6033. The netlist area before placement stands at 693.2 µm². Of the total power, registers draw 0.319. For this block, the routed nets add up to 1903 µm of wire. Looking at the post-CTS report, the setup buffer insertion count equals 0. In this run the VDD rail shows a maximum IR drop of 263.9 µV.

The sequential fraction of the synthesis area stands at 0.2888. The tool warning count stands at 25. In the floorplan report the effective utilization is 0.1684.

The placeable core area stands at 0.004115 mm². According to the hold report, the worst path is of the primary input to asynchronous set/reset pin type. The post-synth tally of flip-flops with integrated enable stands at 0. The switching component of the power stands at 0.1295 mW. The violation tally from detailed-route iteration zero stands at 20. The mean cell area of the mapped netlist stands at 8.453 µm².

In the placement report, post-DP HPWL is listed as 1526 µm. The share of total power dissipated in combinational logic is 0.347. Internal power comes to between 0.3 and 0.4 mW. The yosys synthesis chip area stands at 693.2 µm². In the final layout, the registers with the most flip-flops are counter x8. Adding up every negative setup slack in the final design gives 0 ns. The horizontal die size stands at 86 µm. The global routing report lists combined usage of all routing layers as 0.05189. In this run, CTS created clock tree buffers numbering 3. The total of max-cap violations stands at 0. The timing report attributes the biggest portion of critical-path delay to buffers and inverters. From synthesis to final layout, the design area changed by 44.58%. CTS built an H-tree with a depth of 1. The post-cts gate resize count stands at 0. The number of top-level pins stands at 22. The number of synthesized register bits stands at 8. Looking at the critical path, the single cell with the biggest stage delay is sky130_fd_sc_hd__clkdlybuf4s50_1. The standby leakage power stands at between 0.4 and 0.5 nW.

The period utilization stands at 0.8359. The script logs the mean routed wire length per placed instance as 12.36 µm. On the worst setup and hold paths after CTS, the clock-pin slew comes to 0.04 ns.

The remaining routing DRC violations stands at 0. During placement, the flow inserted port buffers numbering 21. The switching fraction of total power stands at 0.2949. The ratio of routed vias to standard cells stands at 4.370. The number of distinct library cells after synthesis stands at 33.

The worst setup path is launched from a primary input. The longest incremental delay of any stage on the critical path is reported as 0.53 ns. Per the gpl log, the routability congestion estimate is 0.8788. The final worst hold slack stands at between 0.6 and 0.7 ns. TritonCTS built the clock tree. The die covers 0.007396 mm². The arrival time at the worst endpoint stands at between 2 and 2.5 ns. The final number of max-transition violations stands at 0. As reported, the later end of the worst-skew pair has a clock insertion delay of around 0.23 ns. The number of buffers and inverters on the critical path stands at 2. The maximum buffer depth of the clock tree stands at 2. The ratio of total power to cell area stands at 438.1 mW/mm². The final hold violation count recorded for this run is 0. Between clock sinks in the finished design, the worst skew comes to 0.0003203 ns. The cell total in the yosys stat output stands at around 80.

In the synthesized netlist the async set-or-reset flop fraction comes to 1.000. The area share of the leading cell type in the synthesized netlist stands at 0.2888. The synthesized design spends more area on one cell type than any other, namely sky130_fd_sc_hd__dfrtp_1. CTS saw 8 sinks.

Of the cells placed in the final design, the portion with a size suffix greater than 1 is 0.05769.
worst register-to-register path, delay by kind of cell, from the launching register on:
kind | cells | cell delay, ns
simple gates | 2 | 0.36
xor+xnor | 1 | 0.09
buf+inv | 1 | 0.08
fa+ha+maj | 1 | 0.43
flops | 1 | 0.42
compound gates | 2 | 0.34
kinds of logic after synthesis:
| family | share of synthesized area |
|---|---|
| AOI/OAI and AO/OA | 0.2816 |
| xor gates and xnor gates | 0.06317 |
| adders and majority gates | 0.1372 |
| buffers and inverters | 0.05052 |
| DFF | 0.2888 |
| muxes | 0.01444 |
| and+or+nand+nor | 0.1643 |
metrics by stage:
stage          instances  worst slack, ns  power, mW  utilization  instance area, µm²
5_1_grt              154           0.2896     0.4721       0.2435                1002
3_5_place_dp         151           0.1974     0.2932       0.2335               960.9
6_report             154           0.4429     0.4391       0.2435                1002
2_1_floorplan         82           0.8432     0.2303            -               693.2
3_3_place_gp         151           0.2002     0.2918       0.2335               960.9
4_1_cts              154           0.4272     0.4425       0.2435                1002
power by group through the flow:
stage	logic [mW]	clock network (mW)	registers [mW]
4_1_cts	0.153	0.149	0.140
5_1_grt	0.171	0.160	0.142
6_report	0.153	0.147	0.140
final cells by class:
cell class | count | area [µm²]
Clock buffer | 3 | 41.29
Fill cell | 426 | 3113
Inverter | 6 | 22.52
Multi-Input combinational cell | 65 | 457.9
Sequential cell | 8 | 200.2
Tap cell | 50 | 62.56
Timing Repair Buffer | 22 | 217.7
cell usage after synthesis (2+ instances only):
cell type and count:
sky130_fd_sc_hd__ha_1 6, sky130_fd_sc_hd__a21oi_1 12, sky130_fd_sc_hd__nor2_1 13, sky130_fd_sc_hd__nand2_1 2
sky130_fd_sc_hd__a211oi_1 5, sky130_fd_sc_hd__dfrtp_1 8, sky130_fd_sc_hd__xnor2_1 4, sky130_fd_sc_hd__inv_1 6
sky130_fd_sc_hd__a22oi_1 2
per-layer routing:
| metal | vias to the layer above | part of all wire | track usage |
|---|---|---|---|
| met5 | - | 0 | 0 |
| met4 | 0 | 0.0084 | 0.008982 |
| met3 | 2 | 0.066 | 0.01716 |
| met2 | 14 | 0.49 | 0.08925 |
| met1 | 313 | 0.43 | 0.06175 |
| li1 | 344 | - | - |
worst paths after layout:
check / startpoint / to / slack [ns] / cells past startpoint
setup / recovery: up_down / counter[6]$_DFFE_PN0P_ / 0.44 / 8
hold reg to reg: counter[3]$_DFFE_PN0P_ / counter[3]$_DFFE_PN0P_ / 0.62 / 2
max in group asynchronous: resetn / counter[1]$_DFFE_PN0P_ / 1.81 / 1
hold / removal: resetn / counter[6]$_DFFE_PN0P_ / 0.61 / 1
min in group clk0: counter[3]$_DFFE_PN0P_ / counter[3]$_DFFE_PN0P_ / 0.62 / 2
setup reg to reg: counter[0]$_DFFE_PN0P_ / counter[6]$_DFFE_PN0P_ / 0.89 / 7
No activity file was given, so power comes from the tool's default toggle rates.
